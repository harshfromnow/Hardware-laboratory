### flow/config.mk
export PLATFORM = sky130hd
export DESIGN_NAME = locksystem
export DESIGN_NICKNAME = locksystem
export VERILOG_FILES = /design/flow/design.v
export SDC_FILE = /design/flow/constraint.sdc
export NUM_CORES = 4
export LEC_CHECK = 1
export CORE_UTILIZATION = 50
### flow/run.sh
#!/bin/bash
# OpenROAD 26Q1-2900-gdf79404cd8, Yosys 0.63+post, stock flow scripts
make -C /OpenROAD-flow-scripts/flow DESIGN_CONFIG=/design/flow/config.mk WORK_HOME=/design/flow/orfs finish
### flow/constraint.sdc
current_design locksystem

set clk_period 7.6
set clk_io_pct 0.2

create_clock -name clk0 -period $clk_period [get_ports {clk}]

set non_clock_inputs [all_inputs -no_clocks]
set_input_delay [expr $clk_period * $clk_io_pct] -clock clk0 $non_clock_inputs
set_output_delay [expr $clk_period * $clk_io_pct] -clock clk0 [all_outputs]
### flow/design.v
module locksystem(
    input clk,
    input reset,
    input [2:0] in,
    output reg locked, alarm, entimer,
    output reg [1:0] selsw
);
    parameter S0 = 3'b000, S1 = 3'b001, S2 = 3'b010, S3 = 3'b011, WRONG = 3'b100, UNLOCK = 3'b101;
    reg [2:0] current_state = S0, next_state = S0;
    reg [31:0] timeout = 'd0;
  always @(posedge clk) begin
    if (reset) begin  
      current_state <= S0;
    end else begin
      current_state <= next_state;
      if (current_state == UNLOCK) begin
        if (timeout == 9) begin  
          timeout <= 'd0;
        end else begin
          timeout <= timeout + 1;
        end
      end
    end
  end
    always @(in, current_state, timeout) begin
        case(current_state)
            S0: begin
                locked <= 1;
                alarm <= 0;
                entimer <= 1'b0;
                selsw <= 2'b00;
                if (in == 0) next_state <= S1;
                else next_state <= WRONG;
            end
            S1: begin
                locked <= 1;
                alarm <= 0;
                entimer <= 1'b0;
                selsw <= 2'b01;
                if (in == 1) next_state <= S2;
                else next_state <= WRONG;
            end
            S2: begin
                locked <= 1;
                alarm <= 0;
                entimer <= 1'b0;
                selsw <= 2'b10;
                if (in == 2) next_state <= S3;
                else next_state <= WRONG;
            end
            S3: begin
                locked <= 1;
                alarm <= 0;
                entimer <= 1'b0;
                selsw <= 2'b11;
                if (in == 3) next_state <= UNLOCK;
                else next_state <= WRONG;
            end
            WRONG: begin
                locked <= 1;
                alarm <= 0;
                entimer <= 1'b0;
                selsw <= 2'b00;
                next_state <= WRONG;
            end
            UNLOCK: begin
                locked <= 0;
                alarm <= 1;
                entimer <= 1'b1;
                selsw <= 2'b00;
                if (timeout == 9) next_state <= S0;
                else next_state <= UNLOCK;
            end
        endcase
    end
endmodule
==> GITHUB_STEP_SUMMARY <==
## Synthesis and layout report

| Metric | Value |
|---|---|
| Initial core utilization | 52.0% |
| Clock Pin Slew Worst Setup and Hold Paths | around 70 ps |
| Crit Path Max Fanout | 32 |
| Clock latency on the worst-skew pair | 290 ps |
| Mean routed wirelength per cell | 14.7 um |
| Final hold vios | 0 |
| N_diodes | 0 |
| WS Path Type | primary input to register |
| Async SR Flop Fraction | 0% |
| Number of fill cells | 330 |
| Distinct lib cells | 37 |
| Yosys Chip Area | 2080 um^2 |
| Post_cts resized | 0 |
| Mapped cell area | 2080 um^2 |
| Core area | 4000 um^2 |
| Chip height | 66.5 um |
| Tcrit/Tclk final | between 30% and 40% |
| Cell count after synthesis | 173 |
| Worst hold path class | register to register |
| Worst setup margin | 4990 ps |
| Largest area contributor in the synthesized netlist | edfxtp_1 |
| Main flop type | edfxtp_1 |
| TritonCTS buffer count | 5 |
| Top cells by area | edfxtp_1 46%, xnor2_1 11%, dlxtn_1 5.1%, nor4_4 4.1%, nand4_1 3.6% |
| Post-route minimum period | 2610 ps |
| # DRC | 0 |
| Antenna violations before repair | 0 |
| Worst hold margin | 593 ps |
| Synth warnings | 1 |
| Setup violations, final | 0 |
| Worst Tran Pin Value | 615 ps |
| LEAKAGE | 0.749 nW |
| Chip area | 4420 um^2 |
| GPL Wtd Cong | 0.813 |
| Non-Filler Instances | 237 |
| Slew headroom | 58.7% |
| RSZ-0062 raised after global routing | no |
| CTS tree | yes |
| IR Drop Worst-Case VDD | 0.000111 V |
| Cells in synth_stat.txt | 173 |
| Pwr/cell area | 153 nW/um^2 |
| Design area | 2310 um^2 |
| Tool warnings | 26 |
| Vias | 1319 |
| Crit start category | primary input |
| Status | completed |
| Area share, top type | 46.2% |
| Die width | 66.5 um |
| Ratio of cells with drive above 1 in the final layout | 8.56% |
| Top Ports | 10 |
| Largest net degree at the start of global routing | 33 |
| Max Clk Rate | around 380 MHz |
| Endpoints left unconstrained | 12 |
| Sequential Area | 1130 um^2 |
| Top-count cell post-synth | edfxtp_1 |
| First DRT Iteration DRCs | between 90 and 100 |
| Clk_skew | 13.9 ps |
| Hold_buf cts | 0 |
| FP Rows | 23 |
| Max clock buf depth | 2 |
| GR Overflow Total | 0 |
| First-pass GRT wire length | around 6 mm |
| Flip-flops with a built-in enable | 32 |
| Ys flops | 42 |
| Number of vias per cell | 5.57 |
| CP arrival | ~2500 ps |
| Placed cell area | 2210 um^2 |
| Top cells by count | 32 x edfxtp_1, 26 x xnor2_1, 12 x nand4_1, 12 x nor2_1, 10 x nand3_1 |
| Placed cell count | 229 |
| Crit end category | register |
| Gr usage total | 19.0% |
| Post-layout util | 57.6% |
| Port bufs | 9 |
| Setup TNS | 0 ps |
| DRT antenna net count | 0 |
| Layout Area Growth over Synthesis | 10.9% |
| WL final | ~3.5 mm |
| Syn Area/Cell | 12.0 um^2 |
| Vias in the first global route | 1222 |
| Slew Viols, Final | 0 |
| Multi-input gate area | 906 um^2 |
| CTS Root Cell | clkbuf_8 |
| Iteration count of the initial detailed-routing pass | 7 |
| Register pins left without a clock | 7 |
| CP Data Required Time | 7530 ps |
| HPWL after detailed placement | 2.43 mm |
| Max H-tree Level | 2 |
| Overall Power | 0.354 mW |
| Pre-CTS setup slack | 4710 ps |
| Max-cap violation count | 0 |
| Post CTS Setup Buffer Count | 0 |
## layout by cell type, fill, tap and decap left out, types with 2 or more instances in the layout
cell type and count:
nor4b_1 2, nand4_1 12, dfxtp_1 3, nor4_4 4, edfxtp_1 32, xor2_1 5, nor3_1 5, nor4_1 5
nand2_1 9, inv_1 5, clkdlybuf4s50_1 9, nand2b_1 2, clkbuf_8 6, nor2b_1 5, xnor2_1 26, dlxtn_1 7
nand3_1 10, nand4_4 2, and3_1 5, and4_1 3, ha_1 2, nor2_1 11
## worst paths after layout
path | slack, ps | startpoint | depth (start not counted) | to
max | 4990 | reset | 3 | timeout[1]$_SDFFCE_PP0P_
max reg2reg | 5680 | timeout[0]$_SDFFCE_PP0P_ | 5 | timeout[22]$_SDFFCE_PP0P_
min | 590 | timeout[31]$_SDFFCE_PP0P_ | 1 | timeout[31]$_SDFFCE_PP0P_
min reg2reg | 590 | timeout[31]$_SDFFCE_PP0P_ | 1 | timeout[31]$_SDFFCE_PP0P_
## critical path, cell delays in order
cell and delay, ps:
clkdlybuf4s50_1 480, nor2_2 130, buf_4 400
## cell type report
type                            count  area share, %
Clock inverter                      1          0.217
Clock buffer                        7           3.74
Multi-Input combinational cell    121           39.3
Inverter                            6          0.977
Sequential cell                    42           48.8
Timing Repair Buffer               10           4.23
Tap cell                           50           2.71
## registers in the layout (all words and copies together), names as in the netlist
signal,cells
timeout,32
current_state,3
next_state,3
selsw,2
entimer,1
locked,1
## per-layer routing
metal	routed length (um)	GRT usage [%]	up-vias
met3	134	4.51	4
met1	1870	36.8	624
li1	-	-	673
met2	1440	24.1	18
met5	0	0	-
met4	34	1.86	0
## logic make-up after synthesis
group / Yosys count / share of synthesized area, %
simple gates: 81 / 26.6
flops: 35 / 49.1
compound gates: 7 / 2.59
fa+ha+maj: 2 / 1.20
xor+xnor: 31 / 13.1
latches: 7 / 5.05
buf+inv: 10 / 2.41
## power by group
group | internal (mW) | switching [mW] | leakage [nW]
registers | 0.208 | 0.00106 | 0.368
clock network | 0.0731 | 0.0657 | 0.0482
logic | 0.00371 | 0.00259 | 0.333
Power is estimated from default activity; no workload was simulated.
