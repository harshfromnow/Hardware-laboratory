[run.sh]
#!/bin/bash
# OpenROAD 26Q1-2900-gdf79404cd8, Yosys 0.63+post, stock flow scripts
make -C /OpenROAD-flow-scripts/flow DESIGN_CONFIG=/design/flow/config.mk WORK_HOME=/design/flow/orfs finish
[config.mk]
export PLATFORM = sky130hd
export DESIGN_NAME = B220031CS_HARSHINI_1
export DESIGN_NICKNAME = B220031CS_HARSHINI_1
export VERILOG_FILES = /design/flow/design.v
export SDC_FILE = /design/flow/constraint.sdc
export NUM_CORES = 4
export LEC_CHECK = 1
export CORE_AREA = 10 10 89 89
export DIE_AREA = 0 0 99 99
[constraint.sdc]
current_design B220031CS_HARSHINI_1

set clk_period 1.7
set clk_io_pct 0.2

create_clock -name clk0 -period $clk_period [get_ports {clk}]

set non_clock_inputs [all_inputs -no_clocks]
set_input_delay [expr $clk_period * $clk_io_pct] -clock clk0 $non_clock_inputs
set_output_delay [expr $clk_period * $clk_io_pct] -clock clk0 [all_outputs]
[design.v]
module B220031CS_HARSHINI_1(
	input clk,
	input reset,
	input [15:0]in,
	input read_write,
	output reg [15:0]out
);
	reg [15:0]data;
	always @(posedge clk) 
	if (reset)
		data <= 0;
	else begin
	if (read_write==0)
		out <= data;
	else begin
		data <= in;
	end
	end
endmodule
module B220031CS_HARSHINI_tb_1();
	reg clk;
	reg reset;
	reg [15:0]in;
	reg read_write;
	wire [15:0]out;
	B220031CS_HARSHINI_1 uut(
		.clk(clk),
		.reset(reset),
		.in(in),
		.read_write(read_write),
		.out(out)
	);
	integer count;
	initial clk=1;
   always #10 clk=~clk;
	initial begin
	reset=0;
	for (count=0;count<100;count=count+1) begin
		in = $random;
		read_write= $random;
		#10;
		end
	end
endmodule
==> design notes <==
The worst-path maximum fanout is 1. In this run, the number of DRC markers left after iteration 0 of detailed routing was 30. Yosys shows that the main logic family after synthesis is multiplexers.

The final weighted congestion recorded by global placement is 0.696. The main area contributors are sky130_fd_sc_hd__edfxtp_1 45%, sky130_fd_sc_hd__dfxtp_1 30%, sky130_fd_sc_hd__mux2i_1 15%, sky130_fd_sc_hd__nor2_1 6.0%, sky130_fd_sc_hd__buf_12 1.9%. The sum of buffers and inverters on the critical path came out at 1. The synthesized area divided by synthesized cell count was 15.4 sq um. The detailed router reported a total wirelength of 2120 microns. VDD sags by at most 449 uV.

The post-synthesis cell type count was 7. The final timing report lists a hold violation count of 0. Static timing analysis puts the maximum clock frequency at 0.705 GHz. The logs give 0.942 ps for the worst-case clock skew and 636 for the via count of the first global-routing pass.

The number of I/O pins is 35. Per the post-synthesis report, the number of cells in the design is 69. The count of final max-slew check failures came out at 0. The worst-case max-slew headroom was logged as 90.9%.

The run gives 1 as the total of warnings raised by yosys. The pin count of the biggest net entering global routing was 17; the detailed-routing iteration count for the pre-antenna-repair pass was 2. The number of gates given a new drive strength after cts is 0, and the utilization after layout is 26.7%.

The leakage component of the power was reported as 0.611 nW. For the final-report setup violation count, the log shows 0. The run gives 2 for the clock tree buffer depth.

The run gives 11.5 microns for the average detailed-routed wire length per instance. The fraction of layout instances using a drive strength above 1 is 9.09%. According to the floorplan report, the die width is 99 microns. By instance count, the leading cell after synthesis is sky130_fd_sc_hd__nor2_1.

Looking at the critical path, the single cell with the biggest stage delay is sky130_fd_sc_hd__clkdlybuf4s50_1. Antenna violation net count after detailed routing: 0. After detailed routing, the wire length on met1 is 980 microns. The root buffer cell chosen for the clock tree is sky130_fd_sc_hd__clkbuf_8. With the total via count in the routed design at 614, the total grt overflow is 0.

After synthesis the netlist holds a flip-flop and latch count of 32. The area share of the leading cell type in the synthesized netlist is 45.1%. The flow ran to the end, and the final reports show no timing, DRC or antenna violations.

Per the skew report, the later register of the worst-skew pair sees a clock latency of 270 ps. In the synthesis report, Yosys lists the chip area as 1070 sq um. With the count of antenna diodes in the layout at 0, the cell depth of the worst flop-to-flop path is 2. The nature of the critical path startpoint is a flip-flop. The first global-routing pass estimated 3240 microns of wire.

The portion of the post-synthesis area used by sequential elements was 75.1%; the post-synthesis xor/xnor area fraction was 0%. The run gives 1420 ps for the final period demand of the worst path. The run gives 50.0% for the area growth from synthesis to final layout.

Looking at the cell usage after synthesis, the top flip-flop cell is sky130_fd_sc_hd__edfxtp_1. The mux contribution to synthesized area came out at 15.0%. The area share of and-or/or-and cells after synthesis was 0%; the final-layout fill cell count was 609.

The commonest cells after synthesis are 17 x sky130_fd_sc_hd__nor2_1, 16 x sky130_fd_sc_hd__dfxtp_1, 16 x sky130_fd_sc_hd__edfxtp_1, 16 x sky130_fd_sc_hd__mux2i_1, 2 x sky130_fd_sc_hd__buf_2. In the global route stage, overall resource usage came out at 4.20%. Across all stage logs, warnings added up to 25. The quantity of I/O buffers inserted on ports is 34, and the register clock-pin slew on the reported worst setup and hold paths is 60 ps.

For this design, the sink count on the clock tree is 32. In this run the critical path is formed by clkdlybuf4s50_1. The area taken by multi-input combinational cells is reported as 226 sq um. According to the floorplan report, the die height is 99 microns.

The initial antenna violation count is 0, and the count of buffers added by post-CTS timing repair for setup is 0. For the residual DRC count, the log shows 0. Stage delay of the slowest cell on the critical path: 480 ps.

The highest layer touched by signal routing is met4. In the floorplan report the effective utilization is 17.8%. The worst-case reg-to-reg setup slack stands at 1100 ps. Setup repair after global routing left no endpoint under its margin.

The power density relative to cell area is 991 nW/um^2. The launch point of the worst register-to-register path is recorded as data[15]. For reference, the most critical setup path is categorized as flip-flop to output pin. Basic-gate share of the synthesized area counting and, or, nand and nor cells: 5.99%.

The detailed route wirelength on metal3 was 240 microns. The endpoint of the worst hold path is reported as out[4]. In this design, the largest share of critical-path delay is due to buffers and inverters.

The worst hold path passes through 0 cells. The mapped netlist covers 1070 sq um. Summing the areas of all fa, ha and maj instances in the mapped netlist gives 0% of the synthesized area. The final timing summary puts the cycle share of the worst path at 83.5%.

The worst hold slack after final layout was 426 ps. The initialized floorplan defines 28 standard-cell rows. In this run the worst hold path is classified as flip-flop to flip-flop. STA lists the startpoint of the worst hold path as data[4]. For the required time of the worst setup path, the log shows 1360 ps. The cell type with the largest total area is sky130_fd_sc_hd__edfxtp_1. The transition at the pin with the smallest max-transition slack works out to 133 ps. In the detailed route, the total length drawn on met2 is 878 microns. The reported max-cap violation count was 0; the number of buffers inserted during clock tree synthesis was 5.

TritonCTS built the clock tree. The overall die size recorded for this design is 9800 sq um. Counting flops with an async set or reset pin after synthesis yields a share of 0%. With the mean number of vias per cell at 3.32, the post-route non-filler standard cell count is 185.

The tools report the data arrival time of the critical path as 1080 ps. The logs give 5990 sq um for the area of the placeable core and 2 for the depth of the CTS H-tree. Count of hold buffers inserted by post-cts repair: 0. The count of library flops with an enable pin is 16, and the final-layout setup total negative slack is 0 ps.

The tools report the kind of end point of the critical path as an output pin. Per the Yosys statistics, synthesis produced 69 cells. The worst register-to-register path ends at data[15]. Once placement completed, the tool counted placed cells totaling 177. The combined flip-flop and latch cell area is 801 sq um.
-- layer usage --
layer | vias to the layer above | global-route usage [%]
met5 | - | 0
met4 | 0 | 0.772
met3 | 3 | 2.61
met2 | 29 | 5.96
met1 | 263 | 5.40
li1 | 319 | -
-- cell type report --
| class | count | area share, % |
|---|---|---|
| flip-flops and latches | 32 | 50.1 |
| repair buffers | 37 | 24.3 |
| multi-input cells | 33 | 14.2 |
| well taps | 75 | 5.87 |
| clock buffers | 8 | 5.63 |
-- power breakdown --
group / internal [W] / total (W) / switching, W
Clock: 0.000329 / 0.000572 / 0.000243
Sequential: 0.000855 / 0.000869 / 0.0000142
Combinational: 0.0000962 / 0.000143 / 0.0000467
-- placed cells by master, fill, tap and decap left out --
| master | n |
|---|---|
| sky130_fd_sc_hd__mux2i_1 | 16 |
| sky130_fd_sc_hd__buf_12 | 2 |
| sky130_fd_sc_hd__buf_4 | 1 |
| sky130_fd_sc_hd__edfxtp_1 | 16 |
| sky130_fd_sc_hd__dfxtp_1 | 16 |
| sky130_fd_sc_hd__clkbuf_1 | 2 |
| sky130_fd_sc_hd__nor2_1 | 16 |
| sky130_fd_sc_hd__clkbuf_8 | 6 |
| sky130_fd_sc_hd__clkdlybuf4s50_1 | 34 |
| sky130_fd_sc_hd__nor2_2 | 1 |
-- logic make-up (layout without fill, tap and decap cells) --
| logic type | Yosys count | in the layout |
|---|---|---|
| and+or+nand+nor | 17 | 17 |
| buffers and inverters | 4 | 45 |
| DFF | 32 | 32 |
| muxes | 16 | 16 |
-- registers in the layout (all words and copies together), names as in the netlist --
register,cells
data,16
out,16
-- stage by stage --
stage               worst slack [ps]  total power, W  cell area, sq um
finish                           281         0.00158              1600
global route                     221         0.00166              1600
CTS                              244         0.00161              1600
detailed placement               232         0.00103              1510
global placement                 228         0.00103              1510
floorplan                        220        0.000936              1070
-- worst max-delay path by stage --
| stage | slack [ps] | end | startpoint | depth (start not counted) |
|---|---|---|---|---|
| CTS | 240 | out[1] | out[1] | 1 |
| global route | 220 | out[12] | out[12] | 1 |
| finish | 280 | out[1] | out[1] | 1 |
Power is estimated from default activity; no workload was simulated.
