$ cat design.v
module alu(
	input [7:0]a,b,
	input [1:0]choice,
	output reg borrow,cout,
	output reg [7:0]c
);
	always@(*)
	 begin
	 if (choice==2'b00) begin
		c=a+b;
		borrow=1'b0;
		if (a+b>255) cout=1'b1;
		else cout=1'b0;
	 end
	 else if (choice==2'b01) begin
		c=a-b;
		cout=1'b0;
		if (a<b) borrow=1'b1;
		else borrow=1'b0;
	 end
	 else if (choice==2'b10) begin
		borrow=1'b0;
		cout=1'b0;
		c=a^b;
	 end
	 else begin
		c=a<<1;
		borrow=1'b0;
		if (a<<1 > 255) cout=1'b1;
		else cout=1'b0;
	end
	end
endmodule
$ cat config.mk
export PLATFORM = sky130hd
export DESIGN_NAME = alu
export DESIGN_NICKNAME = alu
export VERILOG_FILES = /design/flow/design.v
export SDC_FILE = /design/flow/constraint.sdc
export NUM_CORES = 4
export LEC_CHECK = 1
export CORE_AREA = 10 10 87 87
export DIE_AREA = 0 0 97 97
$ cat run.sh
#!/bin/bash
# OpenROAD 26Q1-2900-gdf79404cd8, Yosys 0.63+post, stock flow scripts
make -C /OpenROAD-flow-scripts/flow DESIGN_CONFIG=/design/flow/config.mk WORK_HOME=/design/flow/orfs finish
$ cat constraint.sdc
current_design alu

set clk_period 7.6
set clk_io_pct 0.2

create_clock -name clk0 -period $clk_period

set non_clock_inputs [all_inputs -no_clocks]
set_input_delay [expr $clk_period * $clk_io_pct] -clock clk0 $non_clock_inputs
set_output_delay [expr $clk_period * $clk_io_pct] -clock clk0 [all_outputs]
==> summary.txt <==
flow finished, numbers: fin. max-slew vios 0, PwrDens 67.4 nW/µm², row count 27, Fin. Hold Viols 0, DP HPWL around 2400 µm, FMAX about 0.18 GHz, WP data arrival 4.16 ns, Die X 97 µm, post-route DRC violation count 0, I/O pin total 28, Worst EP required between 6 and 7 ns, most instantiated logic cell after routing clkdlybuf4s50_1, CP max FO 4, HP Class input pin to output port, RSZ-0062 raised after global routing false, worst rel slew slack between 60% and 70%, Routed Antenna Nets 0, clk_buf instances 0, Hold Startpoint b[0], post-route minimum period around 5.7 ns, P_leak 0.520 nW, Hold Path Stages 4, Setup TNS 0 ns, DR WL/cell around 13 µm, Flop area 0 µm², Yosys cell types approximately 40, Total GRT Usage 5.85%, initial antenna violation count 0, Area Overhead vs Synth 35.0%, Routed WL roughly 3000 µm, routability-driven placement congestion ratio ~0.88, Starting Density between 10% and 20%, Post-synth area hogs ha_1 21%, o21ai_0 7.3%, inv_1 6.3%, placed cell areas ~1300 µm², CTS resizes 0, vias in the first global route between 900 and 1k, worst ir drop on vdd 0.0000170 V, Synth area leader ha_1, via count about 1.1k, number of DRC markers in iteration 0 around 130, synthesized cell area 953 µm², tool warnings 40, largest net degree at the start of global routing 28, Die ar. ~9400 µm², run status complete, no violations, first-pass GRT wire length around 4900 µm, register share after synthesis 0%, syn avg cell area approximately 6.7 µm², postcts setup bufs 0, type of origin of the critical path input pin, Hold Crit Endpoint c[0], port buffer count 28, Die Ht 97 µm, yosys cell count 142, most numerous logic cells after layout 28 x clkdlybuf4s50_1, 16 x inv_1, 16 x ha_1, 14 x o21ai_0, 12 x nor2_1, via/cell ratio around 4.5, Top-area cell share between 20% and 30%, Crit Path Class input pin to output port, GRT overflow 0, hold buffers post-CTS 0, DRT Pass-1 Iters 4, cycle use final about 75%, area of the core 5640 µm², max-cap violations 0, Finished Cell Area approximately 1300 µm², synthesized instance count roughly 140, CP Capture Type output port, fin util between 20% and 30%, Final setup violation count 0, flop count 0, yosys synthesis warning count 1, actual slew at the worst max-slew pin about 0.58 ns, layout cell share with drive strength beyond 1 3.70%, yosys stat area approximately 950 µm², antenna cells 0
## power by group
group | leakage, nW | total [mW] | switching, mW | internal, mW
logic | 0.520 | 0.0868 | 0.0413 | 0.0455
registers | 0 | 0 | 0 | 0
clock network | 0 | 0 | 0 | 0
## area by class of cell
| class | count | area [µm²] |
|---|---|---|
| Fill cell | 638 | 4350 |
| Timing Repair Buffer | 29 | 288 |
| Tap cell | 72 | 90.1 |
| Inverter | 16 | 60.1 |
| Multi-Input combinational cell | 117 | 850 |
## worst max path at each step
stage | start | endpoint | slack, ns | cells after the start
finish | b[1] | c[5] | 1.92 | 9
global route | b[1] | c[5] | 1.71 | 9
CTS | b[1] | c[5] | 1.90 | 9
## per-stage QoR
stage	hold WS, ns	total power, mW	setup WS, ns	instances
floorplan	3.12	0.0510	3.19	142
global placement	4.09	0.0874	1.88	234
detailed placement	4.08	0.0871	1.94	234
CTS	4.09	0.0877	1.90	234
global route	4.14	0.0978	1.71	234
finish	4.08	0.0868	1.92	234
## cell families after synthesis
logic type      count (synthesis)  synth area share, %
compound gates                 53                 38.1
xor+xnor                        1                0.919
fa+ha+maj                      18                 25.2
buf+inv                        25                 10.9
mux                             1                 1.18
simple gates                   44                 23.8
## cells in the mapped netlist (2+ instances only)
library cell,count
a2111oi_0,2
a211oi_1,4
a21oi_1,9
a31oi_1,5
buf_2,2
clkbuf_1,5
fa_1,2
ha_1,16
inv_1,16
nand2_1,9
nand3_1,6
nor2_1,12
nor2b_1,4
nor3_1,4
o211ai_1,2
o21a_1,3
o21ai_0,14
o31a_1,2
or3_1,3
or4_1,2
## metal layers
metal  GRT usage (%)  up-vias  routed length [µm]
met4           0.338        0                  14
met1            8.18      459                1440
met5               0        -                   0
met2            9.56       30                1310
li1                -      559                   -
met3           0.931        2                 171
## worst max-delay path, cell delays in order
cell and delay (ns):
clkdlybuf4s50_1 0.58, inv_1 0.07, ha_1 0.32, nor2b_1 0.15, o31a_1 0.30, o31ai_1 0.28, o32ai_1 0.15, a211oi_1 0.27
clkdlybuf4s50_1 0.52
No activity file was given, so power comes from the tool's default toggle rates.
